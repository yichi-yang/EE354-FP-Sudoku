### ./run.sh
#!/bin/bash
# OpenROAD 26Q1-2900-gdf79404cd8, Yosys 0.63+post, stock flow scripts
make -C /OpenROAD-flow-scripts/flow DESIGN_CONFIG=/design/flow/config.mk WORK_HOME=/design/flow/orfs finish
### ./config.mk
export PLATFORM = sky130hd
export DESIGN_NAME = SudokuSolver
export DESIGN_NICKNAME = SudokuSolver
export VERILOG_FILES = /design/flow/design.v
export SDC_FILE = /design/flow/constraint.sdc
export NUM_CORES = 4
export LEC_CHECK = 1
export CORE_AREA = 10 10 70 70
export DIE_AREA = 0 0 80 80
### ./constraint.sdc
current_design SudokuSolver

set clk_period 2.7
set clk_io_pct 0.2

create_clock -name clk0 -period $clk_period [get_ports {Clk}]

set non_clock_inputs [all_inputs -no_clocks]
set_input_delay [expr $clk_period * $clk_io_pct] -clock clk0 $non_clock_inputs
set_output_delay [expr $clk_period * $clk_io_pct] -clock clk0 [all_outputs]
### ./design.v
module SudokuSolver (Prev, Next, Enter, Start, Clk, Reset, InputValue,
                    Init, Load, Forward, Check, Back, Disp, Fail,
                    Row, Col, OutputValue, OutputAttempt, Single, OutputFixed);
input Prev, Next, Enter, Start, Clk, Reset, Single;
input [3:0] InputValue;
output Init, Load, Forward, Check, Back, Disp, Fail;
output [3:0] Row, Col;
output [3:0] OutputValue, OutputAttempt;
output OutputFixed;
reg [6:0] state;
reg [3:0] Row, Col, rowNext, colNext, rowPrev, colPrev;
reg [3:0] OutputValue, OutputAttempt;
reg [8:0] inputOneHot;
reg [8:0] sudoku [8:0][8:0];
reg fixed [8:0][8:0];
reg [8:0] attempt, nextAttempt;
localparam
INIT    = 7'b0000001,
LOAD    = 7'b0000010,
FORWARD = 7'b0000100,
CHECK   = 7'b0001000,
BACK    = 7'b0010000,
DISP    = 7'b0100000,
FAIL    = 7'b1000000;
assign {Fail, Disp, Back, Check, Forward, Load, Init} = state;
assign OutputFixed = fixed[Row][Col];
always @(Row, Col)
    begin
        if(Col == 8)
            begin
                colNext <= 0;
                if(Row == 8)
                    rowNext <= 0;
                else
                    rowNext <= Row + 1;
            end
        else
            begin
                colNext <= Col + 1;
                rowNext <= Row;
            end
        if(Col == 0)
            begin
                colPrev <= 8;
                if(Row == 0)
                    rowPrev <= 8;
                else
                    rowPrev <= Row - 1;
            end
        else
            begin
                colPrev <= Col - 1;
                rowPrev <= Row;
            end
    end
always @ (InputValue) 
    begin : INPUT_TO_ONE_HOT
        case (InputValue) 
            4'b0001: inputOneHot = 9'b000000001;  
            4'b0010: inputOneHot = 9'b000000010;  
            4'b0011: inputOneHot = 9'b000000100;  
            4'b0100: inputOneHot = 9'b000001000;  
            4'b0101: inputOneHot = 9'b000010000;  
            4'b0110: inputOneHot = 9'b000100000;  
            4'b0111: inputOneHot = 9'b001000000;  
            4'b1000: inputOneHot = 9'b010000000;  
            4'b1001: inputOneHot = 9'b100000000;  
            default: inputOneHot = 9'b000000000;  
        endcase
    end
always @ (*)
    begin
        case (sudoku[Row][Col]) 
            9'b000000001: OutputValue = 4'b0001;  
            9'b000000010: OutputValue = 4'b0010;  
            9'b000000100: OutputValue = 4'b0011;  
            9'b000001000: OutputValue = 4'b0100;  
            9'b000010000: OutputValue = 4'b0101;  
            9'b000100000: OutputValue = 4'b0110;  
            9'b001000000: OutputValue = 4'b0111;  
            9'b010000000: OutputValue = 4'b1000;  
            9'b100000000: OutputValue = 4'b1001;  
            default:      OutputValue = 4'b0000;  
        endcase
    end
always @ (attempt)
    begin
        case (attempt) 
            9'b000000001: OutputAttempt = 4'b0001;  
            9'b000000010: OutputAttempt = 4'b0010;  
            9'b000000100: OutputAttempt = 4'b0011;  
            9'b000001000: OutputAttempt = 4'b0100;  
            9'b000010000: OutputAttempt = 4'b0101;  
            9'b000100000: OutputAttempt = 4'b0110;  
            9'b001000000: OutputAttempt = 4'b0111;  
            9'b010000000: OutputAttempt = 4'b1000;  
            9'b100000000: OutputAttempt = 4'b1001;  
            default:      OutputAttempt = 4'b0000;  
        endcase
    end
always @ (attempt) 
    begin : ONE_HOT_INCREMENTER
        case (attempt) 
            9'b000000001: nextAttempt = 9'b000000010;  
            9'b000000010: nextAttempt = 9'b000000100;  
            9'b000000100: nextAttempt = 9'b000001000;  
            9'b000001000: nextAttempt = 9'b000010000;  
            9'b000010000: nextAttempt = 9'b000100000;  
            9'b000100000: nextAttempt = 9'b001000000;  
            9'b001000000: nextAttempt = 9'b010000000;  
            9'b010000000: nextAttempt = 9'b100000000;  
            default:      nextAttempt = 9'bxxxxxxxxx;
        endcase
    end
always @(posedge Clk, posedge Reset) 
  begin  : CU_n_DU
    if (Reset)
       begin : RESET_STATE_MACHINE
            reg [3:0] i, j;
            state <= INIT;
            Row <= 4'bxxxx;
            Col <= 4'bxxxx;
            rowNext <= 4'bxxxx;
            colNext <= 4'bxxxx;
            rowPrev <= 4'bxxxx;
            colPrev <= 4'bxxxx;
            OutputValue <= 4'bxxxx;
            OutputAttempt <= 4'bxxxx;
            inputOneHot <= 9'bxxxxxxxxx;
            attempt <= 9'bxxxxxxxxx;
            nextAttempt <= 9'bxxxxxxxxx;
            for (i = 0; i <= 8; i = i + 1)
                begin 
                    for (j = 0; j <= 8; j = j + 1)
                        begin
                            sudoku[i][j] <= 9'bxxxxxxxxx;
                            fixed[i][j] <= 1'bx;
                        end
                end
       end
    else
        begin
            (* full_case, parallel_case *)
            case (state)
                INIT: 
                    begin: INIT_STATE
                        reg [3:0] i, j;
                        state <= LOAD;
                        Col <= 0;
                        Row <= 0;
                        for (i = 0; i <= 8; i = i + 1)
                            begin 
                                for (j = 0; j <= 8; j = j + 1)
                                    begin
                                        sudoku[i][j] <= 0;
                                        fixed[i][j] <= 0;
                                    end
                            end
                    end
                LOAD:
                    begin
                        if(Start)
                            state <= FORWARD;
                        if(Next)
                            begin
                                Row <= rowNext;
                                Col <= colNext;
                            end
                        if(Prev)
                            begin
                                Row <= rowPrev;
                                Col <= colPrev;
                            end
                        if(Enter)
                            begin
                                sudoku[Row][Col] <= inputOneHot;
                                if(inputOneHot == 9'b0)
                                    fixed[Row][Col] <= 1'b0;
                                else
                                    fixed[Row][Col] <= 1'b1;
                            end
                        if(Start)
                            begin
                                Row <= 0;
                                Col <= 0;
                            end
                    end
                FORWARD:
                    begin
                        if(fixed[Row][Col] == 1'b0 && fixed[Row][Col] == 1'b0)
                            state <= CHECK;
                        if(fixed[Row][Col] == 1'b1 && Row == 8 && Col == 8)
                            state <= DISP;
                        if(fixed[Row][Col] == 1'b1)
                            begin
                                Row <= rowNext;
                                Col <= colNext;
                            end
                        else
                            attempt <= 9'b000000001;
                        if(fixed[Row][Col] == 1'b1 && Row == 8 && Col == 8)
                            begin
                                Row <= 0;
                                Col <= 0;
                            end
                    end
                CHECK:
                    begin: VALIDATE_ATTEMPT
                        reg isValid;
                        reg [3:0] i, j;
                        reg [8:0] rowMask, colMask;
                        isValid = 1'b1;
                        for(i = 0; i < 9; i = i + 1)
                            begin
                                if(sudoku[Row][i] & attempt || sudoku[i][Col] & attempt)
                                    isValid = 1'b0;
                            end
                        if(Row < 3)
                            rowMask = 9'b000000111;
                        else if(Row < 6)
                            rowMask = 9'b000111000;
                        else
                            rowMask = 9'b111000000;
                        if(Col < 3)
                            colMask = 9'b000000111;
                        else if(Col < 6)
                            colMask = 9'b000111000;
                        else
                            colMask = 9'b111000000;
                        for(i = 0; i < 9; i = i + 1)
                            begin
                                for(j = 0; j < 9; j = j + 1)
                                    begin
                                        if(rowMask[i] && colMask[j] && (sudoku[i][j] & attempt))
                                            isValid = 1'b0;
                                    end
                            end                                
                        if(!Single || Enter)
                            begin
                                if(isValid && !(Row == 8 && Col == 8))
                                    state <= FORWARD;
                                if(isValid && Row == 8 && Col == 8)
                                    state <= DISP;
                            end
                        if(!isValid && attempt[8])  
                            begin
                                if(Row == 0 && Col == 0)  
                                    state <= FAIL;
                                else
                                    state <= BACK;
                            end
                        if(!Single || Enter)
                            begin
                                if(isValid)
                                    sudoku[Row][Col] <= attempt;
                                if(isValid && !(Row == 8 && Col == 8))
                                    begin
                                        Row <= rowNext;
                                        Col <= colNext;
                                    end
                                if(isValid && Row == 8 && Col == 8)
                                    begin
                                        Row <= 0;
                                        Col <= 0 ;
                                    end
                            end
                        if(!isValid && attempt[8])  
                            begin
                                Row <= rowPrev;
                                Col <= colPrev;
                                attempt <= sudoku[rowPrev][colPrev];  
                            end
                        if(!isValid && !attempt[8])  
                            attempt <= nextAttempt;
                    end
                BACK:
                    begin: BACKTRACK
                        reg usable;
                        if(fixed[Row][Col] == 1'b0 && sudoku[Row][Col] != 9'b100000000)
                            usable = 1'b1;
                        else
                            usable = 1'b0;
                        if(usable)  
                            state <= CHECK;
                        if(Row == 0 && Col == 0 && !usable)
                            state <= FAIL;
                        if(fixed[Row][Col] == 1'b0)
                            sudoku[Row][Col] <= 9'b0;
                        if(usable)
                            begin
                                attempt <= nextAttempt;  
                            end
                        else  
                            begin
                                Row <= rowPrev;
                                Col <= colPrev;
                                attempt <= sudoku[rowPrev][colPrev];  
                            end
                    end
                DISP:
                    begin
                        if(Start)
                            state <= INIT;
                        if (Next)
                            begin
                                Row <= rowNext;
                                Col <= colNext;
                            end
                        if (Prev)
                            begin 
                                Row <= rowPrev;
                                Col <= colPrev;
                            end
                    end
                FAIL:
                    begin
                        if(Start)
                            state <= INIT;
                    end
        endcase
    end 
  end
endmodule   
==> GITHUB_STEP_SUMMARY <==
## PnR job results

| Metric | Value |
|---|---|
| Status | `finished, final reports clean` |
| Hold buffers post-CTS | `0` |
| R2R cell count | `3` |
| Commonest Layout Cell | `conb_1` |
| CP delay by family, top | `flip-flops` |
| Yosys cell types | `24` |
| Tool Warnings | `31` |
| Worst skew pair latency | `0.25 ns` |
| Crit path cell chain | `clkdlybuf4s50_1` |
| Worst Path Buf+Inv | `1` |
| Async SR Flop Fraction | `100%` |
| Global route total overflow | `0` |
| DRC violation count after routing | `0` |
| Stages on worst setup path | `1` |
| Mapped Area | `534 um2` |
| Yosys cell count | `57` |
| Chip width | `80 um` |
| Clk_skew | `0.00818 ns` |
| Final WS setup | `0.785 ns` |
| Post-synth area hogs | `dfrtp_1 (33%), buf_4 (27%), dfstp_2 (4.9%)` |
| Synth Flop Type | `dfrtp_1` |
| Port bufs | `9` |
| DRT Pass-1 Iters | `2` |
| Layout area overhead | `15.5%` |
| Final non-filler cell total | `113` |
| WS Path Type | `reg2out` |
| Final setup TNS | `0 ns` |
| Most frequent cells in the layout | `conb_1 (19), clkdlybuf4s50_1 (9), dfrtp_1 (7)` |
| HPWL after DPL | `893 um` |
| Global-route usage over all layers | `3.19%` |
| Static Leak | `0.000276 uW` |
| Clock-pin slew on the worst setup and hold paths | `0.05 ns` |
| Cell count after synthesis | `57` |
| Largest area contributor in the netlist | `dfrtp_1` |
| Yosys synthesis chip area | `534 um2` |
| Post-cts sizing count | `0` |
| Gp weighted congestion | `0.774` |
| Antenna-violating nets left | `0` |
| Final Critical Period | `1.91 ns` |
| Max-cap violations | `0` |
| Crit-path max FO | `11` |
| Dpl cells | `109` |
| FP Util | `15.6%` |
| Final Hold Viols | `0` |
| First-pass GRT wire length | `1.61 mm` |
| Critical path's slowest cell | `dfstp_2` |
| Via density | `3.19` |
| Root Driver | `clkbuf_4` |
| Crit path largest cell delay | `0.62 ns` |
| CP arrival | `1.37 ns` |
| TritonCTS clock tree | `yes` |
| Avg Cell Area, Syn | `9.37 um2` |
| Share of cells above drive strength 1 | `7.46%` |
| Postcts setup bufs | `0` |
| Fill cell total of the finished layout | `380` |
| Number of global-route vias before repair | `357` |
| RSZ-0062 raised after global routing | `false` |
| Area leader share | `32.8%` |
| Die Size | `6400 um2` |
| Post-synth seq share | `37.7%` |
| H-Tree Level Count | `1` |
| Antenna diode count | `0` |
| Initial antenna violation count | `0` |
| Final WL | `1.06 mm` |
| Tcrit/Tclk final | `70.9%` |
| Total power | `228 uW` |
| I/O pins | `35` |
| Clock Path Buffers | `2` |
| Vias | `360` |
| Max VDD drop | `0.0000993 V` |
| Final slew viol count | `0` |
| Final setup viols | `0` |
| Max Fclk | `0.522 GHz` |
| CORE AREA | `3420 um2` |
| Class of the worst hold path | `in2async` |
| Total CTS buffers | `3` |
| CP required | `2.16 ns` |
| Yosys warns | `87` |
| Yosys reg bits | `8` |
| WL per Instance | `9.35 um` |
| Die H | `80 um` |
| # rows | `21` |
| Critical Path End Type | `output pin` |
| Pwr per Cell Area | `369 nW/um2` |
| Worst slack, placed | `1.03 ns` |
| Setup crit start kind | `flip-flop` |
| Sink Count | `8` |
| DR iter-0 viols | `40` |
| Largest net degree at the start of global routing | `12` |
| Count of library flops with an enable pin | `0` |
## registers in the layout (all words and copies together), names as in the netlist
signal and cells:
fixed 1, sudoku 3, state 4
## metal layers
layer  up-vias  wire [um]  GRT usage, %
li1        179          -             -
met1       165        460          3.59
met2        16        479          5.06
met3         0        117          2.27
met4         0          0         0.176
met5         -          0             0
## per-stage QoR
step	hold slack, ns	area, um2	utilization (%)
3_5_place_dp	0.543	591	17.3
5_1_grt	0.557	617	18.1
6_report	0.525	617	18.1
4_1_cts	0.532	617	18.1
2_1_floorplan	0.355	602	-
3_3_place_gp	0.538	591	17.3
## synthesized netlist by cell type, drive strengths merged, types with 2 or more instances
master  instances
inv             3
nand3b          2
nor3            2
a21boi          2
a22o            2
dfrtp           7
nand2           2
buf            21
nor2            3
## kinds of logic (layout without fill, tap and decap cells)
kind of cell    count (synthesis)  in the layout  share of synthesized area (%)
flops                           8              8                           37.7
simple gates                   12             12                           12.2
buf+inv                        24             16                           31.8
other cells                     1             19                          0.702
compound gates                 12             12                           17.6
## worst paths after layout
path | start | endpoint | slack (ns)
max | state[0] | Init | 0.79
min | Reset | state[3] | 0.53
max reg2reg | state[0] | fixed[80] | 1.44
min reg2reg | sudoku[35][0] | sudoku[35][0] | 0.55
max in group asynchronous | Reset | state[0] | 1.89
min in group clk0 | sudoku[35][0] | sudoku[35][0] | 0.55
## power by group
group | leakage [uW] | switching [uW] | total (uW) | internal, uW
sequential | 0.000108 | 0 | 120 | 120
combinational | 0.000153 | 6.43 | 13.3 | 6.85
clock | 0.0000150 | 37.9 | 94.2 | 56.3
total | 0.000276 | 44.3 | 228 | 183
## area by class of cell
class                      instances  area (um2)  area share [%]
multi-input combinational         43         230            37.3
timing repair buffer               9        90.1            14.6
sequential                         8         201            32.7
clock buffer                       4        26.3            4.26
tap                               46        57.6            9.33
inverter                           3        11.3            1.83
Power and IR drop assume default switching activity.
